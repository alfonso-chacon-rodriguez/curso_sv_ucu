$ cat config.mk
export PLATFORM = sky130hd
export DESIGN_NAME = reg_ctrl
export DESIGN_NICKNAME = reg_ctrl
export VERILOG_FILES = /design/flow/design.v
export SDC_FILE = /design/flow/constraint.sdc
export NUM_CORES = 4
export LEC_CHECK = 1
export CORE_UTILIZATION = 30
$ cat constraint.sdc
current_design reg_ctrl

set clk_period 23.3
set clk_io_pct 0.2

create_clock -name clk0 -period $clk_period [get_ports {clk}]

set non_clock_inputs [all_inputs -no_clocks]
set_input_delay [expr $clk_period * $clk_io_pct] -clock clk0 $non_clock_inputs
set_output_delay [expr $clk_period * $clk_io_pct] -clock clk0 [all_outputs]
$ cat design.v
interface cnt_if #(parameter WIDTH = 4) (input bit clk);
  logic 			rstn;
  logic 			load_en;
  logic [WIDTH-1:0] load;
  logic [WIDTH-1:0] count;
  logic 			down;
  logic 			rollover;
endinterface
  package definitions_pkg;
  parameter VERSION = "Curso-Uruguay-1.0";
endpackage
interface reg_if (input bit clk);
  logic rstn;
  logic [7:0] addr;
  logic [15:0] wdata;
  logic [15:0] rdata;
  logic 		wr;
  logic 		sel;
  logic 		ready;
endinterface
module reg_ctrl
  # (
     parameter ADDR_WIDTH 	= 8,
     parameter DATA_WIDTH 	= 16,
     parameter DEPTH 		    = 256,
     parameter RESET_VAL  	= 16'h1234
  )
  ( input logic                     clk,
  	input logic					            rstn,
    input logic [ ADDR_WIDTH-1:0] 	addr,
    input logic					            sel,
  	input logic					            wr,
    input logic [DATA_WIDTH-1:0] 	  wdata,
    output logic [DATA_WIDTH-1:0] 	rdata,
    output logic        			      ready);
  logic [DATA_WIDTH-1:0] ctrl [DEPTH];
  logic  ready_dly;
  wire   ready_pe;
  always_ff @ (posedge clk) begin
    if (!rstn) begin
      for (int i = 0; i < DEPTH; i += 1) begin
        ctrl[i] <= RESET_VAL;
      end
    end else begin
    	if (sel & ready & wr) begin
      		ctrl[addr] <= wdata;
    	end
    	if (sel & ready & !wr) begin
          rdata <= ctrl[addr];
  		end else begin
          rdata <= 0;
        end
    end
  end
  always_ff @ (posedge clk) begin
    if (!rstn) begin
      ready <= 1;
    end else begin
      if (sel & ready_pe) begin
      	ready <= 1;
      end
	 if (sel & ready & !wr) begin
       ready <= 0;
     end
    end
  end
  always_ff @ (posedge clk) begin
    if (!rstn) ready_dly <= 1;
   		else ready_dly <= ready;
  end
   assign ready_pe = ~ready & ready_dly;
endmodule
$ cat run.sh
#!/bin/bash
# OpenROAD 26Q1-2900-gdf79404cd8, Yosys 0.63+post, stock flow scripts
make -C /OpenROAD-flow-scripts/flow DESIGN_CONFIG=/design/flow/config.mk WORK_HOME=/design/flow/orfs finish
==> reports/metrics.yaml <==
worst_hold_path:
  holdPathEnd: "ready$_SDFFE_PN1P_"
  hp-class: "reg -> reg"
  min_from: "ready_dly$_SDFF_PN1_"
  whs_path_depth: 2
die:
  die-area_um2: 631800
  die_y_um: 794.8
  fp_util: 0.3018
  die_x_um: 794.8
  pin_count: 45
  core-area_um2: 624800
  rows: 290
clocking:
  ctsHoldBuffers: 0
  cts_tree: "built"
  cts_made_buffers: 436
  clkLatencyLatePin_ns: 1.02
  clock_path_buffers: 4
  root_buffer: "clkbuf_16"
  h-tree-depth: 5
  cts_setup_buffers: 0
  path_clk_slew_ns: 0.06
  cts_sinks: 4114
  post_cts_resized: 0
detailed_routing:
  drt_iter0_drc: 6860
  via_count: 105434
  drc_errors: 0
  met3_length_um: 85320
  wl_um: 549900
  dr_wl_met2_um: 251300
  maxUsedRoutingLayer: "met5"
  m1WireLength_um: 191600
  routed_via_density: 5.041
  ant_nets: 0
  first_pass_iters: 5
  wire_per_inst_um: 26.29
worst_setup_path:
  crit_fanout: 41
  critPathLaunchType: "input pin"
  r2r-end: "ctrl[164][4]$_SDFFCE_PN1P_"
  rr_worst_depth: 7
  cp.required_ns: 24.05
  path_delay_family: "buffers and inverters"
  crit_arrival_ns: 10.27
  cp_common_cell: "buf_4"
  crit_slowest_cell: "o41ai_1"
  cpPeakStageDelay_ns: 1.03
  cp-end-kind: "register"
  reg2reg_from: "ready$_SDFFE_PN1P_"
  setup.worst_path.class: "in -> reg"
  crit_path_cell_trace: "buf_16 -> buf_4 -> buf_4 -> buf_4 -> buf_4 -> mux4_2 -> a22oi_1 -> nand2_1 -> o41ai_1 -> buf_4 -> and4_1 -> nand3_1"
  critPathBufInv: 6
  regToRegSetupSlack_ns: 18.97
logic_synthesis:
  synthCells: 12591
  ys.flops: 4114
  ff_type: "edfxtp_1"
  area_leaders: "edfxtp_1, mux4_2, and2_1, or3_1, clkbuf_1"
  ys_types: 49
  synth_warnings: 1
  ys_seq_frac: 0.6550
  edf_count: 4112
  avgSynthCellArea_um2: 14.98
  ys_cells: 12591
  async_flop_share: 0
  synth_top_cell_by_area: "edfxtp_1"
  yosys_area_um2: 188600
  top_cell_area_share: 0.6548
  syn_area_um2: 188600
grt:
  antenna_found_initial: 35
  grt_pass1_wl_um: 795300
  grt_pass1_vias: 111404
  overflow: 0
  grt_max_degree: 89
  grt_use_total: 0.1826
pwr:
  power.total_mw: 16.01
  ir_drop_mv: 0.06805
  p_leak_nw: 66.72
  power_density_nw_per_um2: 75.52
cells_and_area:
  final_util: 0.3394
  lay_top_count: "edfxtp_1"
  syn_to_final_growth_pct: 12.44
  final_cell_mix: "edfxtp_1, and2_1, or3_1, mux4_2, buf_4"
  instances_no_fill: 20917
  fin_area_um2: 212000
  num-fill-cells: 58755
  drive_above_1_share: 0.1780
sta:
  min_period_over_period: 0.4088
  setup_tns_ns: 0
  max_slew_margin: -0.05768
  setup_ws_ns: 13.78
  worstMarginPinSlew_ns: 1.587
  maxSlewViolCount: 16
  skew_ns: 0.08851
  fmax_ghz: 0.1050
  hold_viol_final: 0
  setup_viol: 0
  worst_hold_slack_ns: 0.5370
  rsz0062_at_grt: "no"
  fin_crit_ns: 9.525
placement:
  numPortBuffers: 44
  place_area_um2: 198400
  dp_hpwl_um: 342100
  placement.setup.worst_slack_ns: 12.71
  dp.cells: 20063
  routabilityCongestion: 0.9348
run_status:
  violations: "slew limit"
  status: "finished with violations"
flow_run:
  cap_violations: 0
  tool_warnings: 26
## worst register-to-register path, stage by stage (launching register included)
cell	delay, ns
dfxtp_1	0.53
and4_1	0.25
buf_4	0.41
nand3_4	0.56
buf_4	0.51
buf_4	0.48
o21ai_1	0.94
buf_4	0.34
## state kept, by name (all words and copies together), names as in the netlist
register / flops
rdata: 16
ready: 1
ctrl: 4096
ready_dly: 1
## layer usage
metal	vias up	track usage
met4	40	0.05331
met5	-	0.01059
met1	52715	0.2189
li1	46376	-
met2	5350	0.2705
met3	953	0.1249
## area by class of cell
type                    count  area, µm²  share of cell area
diodes                     53      132.6           0.0006255
clock buffers             521      11270             0.05316
inverters                   1      6.256          0.00002950
clock inverters           280       2263             0.01067
multi-input cells        6994      59310              0.2797
well taps                8322      10410             0.04911
repair buffers            632       5116             0.02413
flip-flops and latches   4114     123500              0.5825
## synth_stat cells (3+ instances only)
master,instances
a211oi_1,32
a21boi_0,15
a21o_1,17
a21oi_1,115
a221oi_1,4
a22o_1,3
a22oi_1,266
a32o_1,15
a32oi_1,33
and2_1,2836
and3_1,33
and3b_1,3
and4_1,16
buf_1,31
buf_2,150
buf_4,55
buf_6,29
clkbuf_1,1217
edfxtp_1,4112
mux2_2,11
mux2i_1,221
mux4_2,958
nand2_1,293
nand2b_1,67
nand3_1,67
nand4_1,17
nor2_1,292
nor2b_1,28
nor3_1,13
o211ai_1,46
o21ai_0,310
o31ai_1,15
o41ai_1,14
or3_1,1235
## kinds of logic (layout without fill, tap and decap cells)
logic type | after synthesis | count (layout) | share of synthesized area
multiplexers | 1190 | 1190 | 0.1268
buffers and inverters | 1483 | 1434 | 0.03276
AND/OR/NAND/NOR | 4911 | 4911 | 0.1550
AND-OR/OR-AND | 893 | 893 | 0.03047
other | 0 | 53 | 0
flip-flops | 4114 | 4114 | 0.6550
## power breakdown
part / leakage (nW) / switching, mW / internal (mW)
Sequential: 38.2 / 0.0548 / 8.30
Clock: 6.62 / 2.97 / 3.69
Combinational: 21.9 / 0.700 / 0.302
## worst max path at each step
stage / start / end / slack, ns / depth (start not counted)
CTS: addr[0] / rdata[6]$_SDFFCE_PN0P_ / 13.79 / 12
finish: addr[0] / rdata[6]$_SDFFCE_PN0P_ / 13.78 / 12
global route: addr[0] / rdata[6]$_SDFFCE_PN0P_ / 13.32 / 12
Power is estimated from default activity; no workload was simulated.

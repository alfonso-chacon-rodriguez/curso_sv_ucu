==> ./design.v <==
interface cnt_if #(parameter WIDTH = 4) (input bit clk);
  logic 			rstn;
  logic 			load_en;
  logic [WIDTH-1:0] load;
  logic [WIDTH-1:0] count;
  logic 			down;
  logic 			rollover;
endinterface
  package definitions_pkg;
  parameter VERSION = "Curso-Uruguay-1.0";
endpackage
interface reg_if (input bit clk);
  logic rstn;
  logic [7:0] addr;
  logic [15:0] wdata;
  logic [15:0] rdata;
  logic 		wr;
  logic 		sel;
  logic 		ready;
endinterface
`timescale 1ns/1ps
module counter_ud
  #(parameter WIDTH = 4)
  (
  input logic				clk,
  input logic				rstn,
  input logic [WIDTH-1:0]	load,
  input logic				load_en,
  input logic				down,
  output logic				rollover,
  output logic [WIDTH-1:0]	count
);
  always @ (posedge clk or negedge rstn) begin
    if (!rstn)
   		count <= 0;
    else
      if (load_en)
        count <= load;
      else begin
      	if (down)
        	count <= count - 1;
      	else
        	count <= count + 1;
      end
  end
  assign rollover = &count;
endmodule
==> ./run.sh <==
#!/bin/bash
# OpenROAD 26Q1-2900-gdf79404cd8, Yosys 0.63+post, stock flow scripts
make -C /OpenROAD-flow-scripts/flow DESIGN_CONFIG=/design/flow/config.mk WORK_HOME=/design/flow/orfs finish
==> ./config.mk <==
export PLATFORM = sky130hd
export DESIGN_NAME = counter_ud
export DESIGN_NICKNAME = counter_ud
export VERILOG_FILES = /design/flow/design.v
export SDC_FILE = /design/flow/constraint.sdc
export NUM_CORES = 4
export LEC_CHECK = 1
export CORE_AREA = 10 10 70 70
export DIE_AREA = 0 0 80 80
==> ./constraint.sdc <==
current_design counter_ud

set clk_period 1.4
set clk_io_pct 0.2

create_clock -name clk0 -period $clk_period [get_ports {clk}]

set non_clock_inputs [all_inputs -no_clocks]
set_input_delay [expr $clk_period * $clk_io_pct] -clock clk0 $non_clock_inputs
set_output_delay [expr $clk_period * $clk_io_pct] -clock clk0 [all_outputs]
==> deck_impl_summary.md <==
Run Summary

STA
  • FMAX: 0.758 GHz
  • Worst Tran Pin Value: 209 ps
  • Final Max Slew Viols: 0
  • Setup ws final: 80.5 ps
  • Final hold viol count: 0
  • Minimum clock period: between 1000 and 1500 ps
  • RSZ-0062 raised after global routing: false
  • Final worst-path cycle share: a little over nine tenths
  • Clock Skews: about 0.70 ps
  • Final setup violating endpoints: 0
  • Slew headroom: between 80% and 90%

Global route
  • Pin count of the biggest net entering global routing: 6
  • First-pass GRT wire length: 1320 µm
  • Initial antenna violation count: 0
  • GRT Resource Usage Total: 2.53%
  • Gr ovfl total: 0
  • Number of global-route vias before repair: about 300

Floorplan
  • Area of the core: between 3000 and 4000 µm²
  • Die height: about 80 µm
  • Die Wd: 80 µm
  • Initial Utilization: 7.40%
  • FP Rows: 21
  • I/O Pins: 13
  • DIE AREA: approximately 6400 µm²

Detailed routing
  • DRC viols: 0
  • Post-Route WL: roughly 800 µm
  • Initial drt markers: 10
  • Via density: between 2 and 3
  • # diodes: 0
  • First-pass detailed-route iteration total: 3
  • ANT nets after route: 0
  • Via count: around 280
  • Routed wire length per instance: about 8.5 µm

Place
  • Place WS: -278 ps
  • Dpl cells: 85
  • Routability cong.: just over 0.7
  • IO buf count: 12
  • Estimated wirelength of the detail-placed design: around 610 µm

Critical path
  • WP buf/inv: 2
  • Critical-path cell list: buf_4 -> and4_1 -> clkdlybuf4s15_1
  • Startpoint Class: register
  • Worst-path fanout max: 2
  • WS Path Type: reg2out
  • Worst stage delay on the critical path: between 300 and 400 ps
  • Crit path DAT: 1040 ps
  • CP delay by family, top: flip-flops
  • Slowest-stage cell, CP: dfrtp_1
  • Crit end category: output port
  • Req. time, crit path: around 1100 ps

Clocking
  • Clock slew at reported path FFs: approximately 40 ps
  • Late-Pin Clk Latency: 230 ps
  • CTS Buffer Depth: 2
  • Htree depth: 1
  • Root Buffer Master: clkbuf_4
  • Hold-fix buffers, CTS: 0
  • CTS tree: built
  • Num CTS Buffers: 3
  • CTS sink cnt: 4

Run
  • Tool warnings: 26
  • Max Cap Viol: 0

Power and ir drop
  • Max VDD drop: around 0.00017 V
  • Static Leak: about 0.00027 µW
  • PD cells: ~960 nW/µm²

Yosys
  • Register share after synthesis: approximately two fifths
  • Cell count listed in synth_stat.txt: 24
  • Mapped cell area: ~250 µm²
  • Netlist cell types: 14
  • Syn. warnings: 1
  • Post-synth regs: 4
  • Syn Inst Count: 24
  • Mean area per synthesized cell: around 11 µm²
  • Yosys Chip Area: about 250 µm²

Final layout
  • Fraction of layout cells with a size suffix above 1: 39.6%
  • Largest regs: count (4)
  • Final core occ: between 15 and 20%
  • Top cells excl fill/tap: 6 x clkdlybuf4s50_1, 5 x buf_4, 4 x dfrtp_1, 4 x buf_6
  • Final Instance Count excl. Fillers: about 94
  • Max reg flops: 4
  • Top reg by flops: count
  • Area Growth Syn to Fin: 123%
  • Most frequent logic cell in the layout: clkdlybuf4s50_1

Outcome
  • Outcome: finished, final reports clean

Hold path
  • Worst hold path type: in2async
## worst paths after layout
| path | cells past startpoint | from | endpoint | slack (ps) |
|---|---|---|---|---|
| worst min register to register | 4 | count[3] | count[3] | 750 |
| min in group clk0 | 3 | load[1] | count[1] | 600 |
| worst max register to register | 5 | count[0] | count[1] | 100 |
| worst max-delay path | 3 | count[0] | rollover | 80 |
| worst min-delay path | 1 | rstn | count[1] | 250 |
| max in group asynchronous | 1 | rstn | count[3] | 980 |
## layout make-up
class	count	area [µm²]
timing repair buffer	21	208
sequential	4	100
clock buffer	3	22.5
inverter	3	11.3
multi-input combinational	17	165
fill	380	2850
tap	46	57.6
## metal layers
layer / track usage, % / up-vias / wire length, µm
met5: 0 / - / 0
met2: 3.93 / 10 / 400
met1: 3.02 / 131 / 329
li1: - / 134 / -
met4: 1.58 / 0 / 34
met3: 0.682 / 2 / 38
## metrics by stage
step                      hold slack (ps)  TNS, ps  power [µW]  instance area, µm²
after floorplan                     -15.6        0         224                 253
after global placement                500     -723         325                 453
after detailed placement              500     -739         329                 453
after CTS                             249    -82.9         518                 520
after global routing                  267        0         596                 564
final                                 253        0         544                 564
## synthesized netlist by cell type
cell type	count	area share [%]
a21oi_1	1	2.0
mux2_2	1	4.5
inv_1	3	4.5
nand3_2	1	4.0
nand2_1	3	4.5
xor2_1	2	6.9
nand3_1	1	2.0
and4_1	1	3.5
fa_1	1	7.9
nand4b_1	1	3.5
ha_1	2	9.9
dfrtp_1	4	40
o21ai_1	2	4.0
a211o_1	1	3.5
## worst reg2reg max path, delay by kind of cell, from the launching register on
family	cells	cell delay [ps]
AOI/OAI and AO/OA	1	120
adders and majority gates	1	430
buffers and inverters	3	310
DFF	1	380
## power breakdown
group / total (µW) / switching (µW) / leakage, µW / internal [µW]
combinational: 249 / 88.8 / 0.000207 / 161
clock: 142 / 46.2 / 0.0000138 / 95.8
sequential: 153 / 14.7 / 0.0000476 / 138
## kinds of logic (layout without fill, tap and decap cells)
logic type	after synthesis	in the layout	share of synthesized area, %
AOI/OAI and AO/OA	4	4	9.40
xor gates and xnor gates	2	2	6.93
adders and majority gates	3	3	17.8
buffers and inverters	3	27	4.46
DFF	4	4	39.6
muxes	1	1	4.46
and+or+nand+nor	7	7	17.3
## timing repair
action | in CTS | in global routing
pin swaps | 1 | 2
hold endpoints to repair | 0 | 0
setup buffers | 6 | 0
gates resized | 4 | 12
endpoints found under the setup margin | 4 | 6
Power and IR drop assume default switching activity.
